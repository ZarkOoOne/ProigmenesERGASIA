==> design/flow/design.v <==
module mux53beh(input logic[2:0] u,v,w,x,y,s,
					 output logic[2:0]m);
always_comb
if (s==0) m = u;
else if (s==1) m = v;
else if (s==2) m = w;
else if (s==3) m = x;
else if (s==4) m = y;
else m = y;
endmodule 
==> design/flow/run.sh <==
#!/bin/bash
# OpenROAD 26Q1-2900-gdf79404cd8, Yosys 0.63+post, stock flow scripts
make -C /OpenROAD-flow-scripts/flow DESIGN_CONFIG=/design/flow/config.mk WORK_HOME=/design/flow/orfs finish
==> design/flow/config.mk <==
export PLATFORM = sky130hd
export DESIGN_NAME = mux53beh
export DESIGN_NICKNAME = mux53beh
export VERILOG_FILES = /design/flow/design.v
export SDC_FILE = /design/flow/constraint.sdc
export NUM_CORES = 4
export LEC_CHECK = 1
export CORE_AREA = 10 10 70 70
export DIE_AREA = 0 0 80 80
==> design/flow/constraint.sdc <==
current_design mux53beh

set clk_period 1.3
set clk_io_pct 0.2

create_clock -name clk0 -period $clk_period

set non_clock_inputs [all_inputs -no_clocks]
set_input_delay [expr $clk_period * $clk_io_pct] -clock clk0 $non_clock_inputs
set_output_delay [expr $clk_period * $clk_io_pct] -clock clk0 [all_outputs]
==> results_dict.tcl <==
# yosys + openroad results
set metrics [dict create \
    outcome "finished, final reports clean" \
    leakage_nw 0.239 \
    maxCapViolCount 0 \
    worst-slew-pin-transition_ps 225 \
    detail-route-antenna-nets 0 \
    ys_sh_simple_pct 8.77 \
    areaGrowthSynthToFinish_pct 200 \
    syn-mean-instance-area_um2 8.91 \
    grt_setup_unrepaired "false" \
    cp_data_arrival_time_ps 1000 \
    power_per_cell_area_nw_per_um2 252 \
    fp.coreArea_um2 3420 \
    crit_path_max_fanout 4 \
    groute.layer.met1.usage_pct 4.22 \
    synthAdderAreaFrac_pct 0 \
    final-instance-count-excl-fill 83 \
    area_of_the_mapped_netlist_um2 143 \
    worstSetupStartpointType "primary input" \
    crit_chain "buf_4 -> mux2_4 -> o22ai_2 -> a21oi_2 -> buf_2" \
    yosys.area_share.xor_xnor_pct 0 \
    portion_of_total_power_attributed_to_the_clock_network_pct 0 \
    number_of_global_route_vias_before_repair 234 \
    synth.lib_cells_used.distinct 9 \
    seq_cells 0 \
    grt_overflow 0 \
    cts-hold-fix-buffers 0 \
    postSynthCellCount 16 \
    antenna_found_initial 0 \
    register_share_of_total_power_pct 0 \
    synthTopCellsByArea "mux2_4, mux2i_1, a21oi_1, o22ai_1, o22ai_2" \
    placement_rows 21 \
    gpl.final_weighted_congestion 0.811 \
    largest_net_degree_at_the_start_of_global_routing 5 \
    holdCritStartpoint "y[0]" \
    die_w_um 80 \
    via_count 213 \
    timing.critical_path.to_type "output port" \
    warning_count 32 \
    dpl.hpwl_um 752 \
    synth.yosys.num_cells 16 \
    hold_viol_final 0 \
    drive_gt1_share_pct 37.8 \
    period_minus_slack_ps 1260 \
    fin_ws_ps 35.5 \
    timing.critical_path.from "s[0]" \
    grt_use_met3_pct 0.795 \
    post-place-cells 83 \
    timing.critical_path.buf_inv 2 \
    share_comb_of_total_power_pct 100.0 \
    cell_internal_pwr_uw 71.5 \
    worst_hold_path_type "primary input to output port" \
    cts_post_setup_buffers_inserted 0 \
    detailed_place.area_um2 407 \
    power_uw 108 \
    fin_setup_tns_ps 0 \
    detailedRoute.firstIterationViolations 1 \
    synthesis_area_per_yosys_um2 143 \
    grt-busiest-layer "met1" \
    port-buffer-count 21 \
    regArea_um2 0 \
    yosysTopAreaCell "mux2_4" \
    iteration_count_of_the_initial_detailed_routing_pass 2 \
    floorplan.die.height_um 80 \
    crit_slowest_cell "mux2_4" \
    final_design_area_no_fill_um2 428 \
    report.final.slew_viol_count 0 \
    wirelength_um 868 \
    n_clock_buffer 0 \
    power_switching_share_pct 33.8 \
    first_pass_grt_wire_length_mm 1.23 \
    max-vdd-ir-drop_mv 0.0720 \
    synth_warnings 1 \
    yosys.area_share.aoi_pct 28.1 \
    delay_contributed_by_the_slowest_stage_of_the_critical_path_ps 310 \
    finalSetupViolations 0 \
    final_core_utilization_pct 12.5 \
    grt_usage_pct 2.42 \
    num_antenna_cells 0 \
    place_worst_setup_slack_ps -756 \
    critPathRequiredTime_ps 1040 \
    max_slew_headroom_at_the_worst_pin_pct 85.0 \
    wl_per_cell_um 10.5 \
    fraction_of_the_cycle_the_final_worst_path_needs_pct 97.3 \
    floorplanUtilization_pct 4.18 \
    detail_route.vias_per_cell 2.57 \
    critical_path.top_delay_family "multiplexers" \
    topCombFamilyByArea "multiplexers" \
    synthDominantCellAreaShare_pct 31.6 \
    class_of_the_most_critical_setup_path "primary input to output port" \
    number_of_top_level_design_ports 21 \
    power.switching_uw 36.5 \
    die_area_um2 6400 \
    gr-usage-met2_pct 2.73 \
    filler_cell_count 402 \
    worst_hold_slack_ps 917 \
    route.detailed.drc 0 \
    seq_area_frac_synth_pct 0 \
    post_synth_mux_area_share_pct 52.6 \
    max_freq_mhz 791 \
    netlist_top_cells_count "a21oi_1, mux2_4, mux2i_1" \
]
## worst paths after layout
check,end,slack (ps),cells after the start
min,m[0],920,4
max,m[0],40,5
## what timing repair did
action / 4_1_cts / 5_1_grt
gates resized: 31 / 13
pin swaps: 4 / 5
cloned: 0 / 0
endpoints found under the setup margin: 3 / 3
hold endpoints to repair: 0 / 0
## cells in the final DEF (no fill, tap or decap), drive strengths merged
cell and count:
nand2b 1, clkdlybuf4s15 7, buf 5, a21oi 3, mux2 3, o22ai 3
dlygate4sd2 2, nor2 1, mux2i 3, dlymetal6s2s 8, inv 1
## power by group through the flow
stage                 Clock [mW]  Sequential [mW]  Combinational, mW
final                          0                0              0.108
after CTS                      0                0              0.110
after global routing           0                0              0.117
## final cells by class
| cell class | instances | area, µm² | area share [%] |
|---|---|---|---|
| multi-input cells | 14 | 149 | 34.8 |
| well taps | 46 | 57.6 | 13.5 |
| repair buffers | 22 | 218 | 50.9 |
| inverters | 1 | 3.75 | 0.877 |
## layer usage
metal,routed length (µm),up-vias
li1,-,103
met5,0,-
met2,244,20
met1,512,90
met4,0,0
met3,111,0
## cell families after synthesis
group / count (synthesis)
mux: 6
compound gates: 6
buf+inv: 2
simple gates: 2
Power and IR drop assume default switching activity.
