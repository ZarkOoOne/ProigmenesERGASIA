==> design/flow/design.v <==
module ALUBarrel #(parameter Num=8)
	(input logic[Num-1:0] Rn,Rm,input logic[2:0] amt,
	 input logic[1:0] opbarrel, ALUControl,
	 output logic[Num-1:0] Rd,output logic N, Z, V, C, HS, LS, HI, LO, GE, LE, GT, LT);
logic[3:0] ALUFlags;
logic[7:0] BarrelOut;
Barrel8bit barrel(Rm[Num-1:0],amt[2:0],opbarrel[1:0],BarrelOut[7:0]);
alunbit #(Num) ALU(Rn[Num-1:0],BarrelOut[7:0],ALUControl[1:0],Rd[Num-1:0],ALUFlags[3:0]);
CompFlags Flags(ALUFlags[0], ALUFlags[1], ALUFlags[2],
					 ALUFlags[3], HS, LS, HI, LO, GE, LE, GT, LT);
assign C = ALUFlags[0];
assign N = ALUFlags[1];
assign V = ALUFlags[2];
assign Z = ALUFlags[3];
endmodule 
module Barrel8bit(input logic[7:0] a,input logic[2:0] amt,
						input logic[1:0]oppbarrel,output logic[7:0] Result);
logic[7:0] LSL,LSR,ASR,ROR;
always_comb begin
 LSL = a << amt;
 LSR = a >> amt;
 case(amt)
3'b000: ASR = a;
3'b001: ASR = {a[7], a[7], a[6], a[5], a[4], a[3], a[2], a[1]};
3'b010: ASR = {a[7], a[7], a[7], a[6], a[5], a[4], a[3], a[2]};
3'b011: ASR = {a[7], a[7], a[7], a[7], a[6], a[5], a[4], a[3]};
3'b100: ASR = {a[7], a[7], a[7], a[7], a[7], a[6], a[5], a[4]};
3'b101: ASR = {a[7], a[7], a[7], a[7], a[7], a[7], a[6], a[5]};
3'b110: ASR = {a[7], a[7], a[7], a[7], a[7], a[7], a[7], a[6]};
3'b111: ASR = {a[7], a[7], a[7], a[7], a[7], a[7], a[7], a[7]};
default: ASR = 'bx;
endcase
 ROR = (a >> amt) | (a << 8 - amt);
 case(oppbarrel)
 2'b00: Result=LSR;
 2'b01: Result=LSL;
 2'b10: Result=ROR;
 2'b11: Result=ASR;
 default Result='bx;
 endcase
end
endmodule
module CompFlags(input logic C,N,V,Z,
                 output logic HS, LS, HI, LO, GE, LE, GT, LT);	  
logic not_z;
assign HS = C;
not not1(not_z,Z);
and andgate1(HI,not_z,C);
not not2(LO,C);
or orgate1(LS,z,LO);
xnor xnor1(GE,N,V);
xor xor1(LT,N,V);
or orLE(LE,Z,LT);
and andgate2(GT,not_z,GE);
endmodule
module alunbit #(parameter n = 8)
(input logic [n-1:0] a,b,
input logic ALUControl,
output logic [n-1:0] Result,
output logic N,Z,C,V );
logic [n-1:0] condinvb;
logic [n:0] sum;
logic [3:0]ALUFlags;
assign condinvb = ALUControl ? ~b : b;
assign sum = a + condinvb + ALUControl;
always_comb
    casex (ALUControl)
     2'b0?: Result = sum;
     2'b10: Result = a & b;
     2'b11: Result = a | b;
      default: Result = 'bx;
   endcase
    always_comb begin
    ALUFlags[0] = (Result == 4'b0000);
    ALUFlags[1] = Result[3];
    ALUFlags[2] = Result[4];
    if (ALUControl == 1'b0) begin
            ALUFlags[3] = (a[n-1] == b[n-1]) && (Result[n-1] != a[n-1]);
        end else begin
            ALUFlags[3] = (a[n-1] != b[n-1]) && (Result[n-1] == a[n-1]);
        end
    end
    assign Z = ALUFlags[0];
    assign N = ALUFlags[1];
    assign C = ALUFlags[2];
    assign V = ALUFlags[3];
endmodule
==> design/flow/run.sh <==
#!/bin/bash
# OpenROAD 26Q1-2900-gdf79404cd8, Yosys 0.63+post, stock flow scripts
make -C /OpenROAD-flow-scripts/flow DESIGN_CONFIG=/design/flow/config.mk WORK_HOME=/design/flow/orfs finish
==> design/flow/config.mk <==
export PLATFORM = sky130hd
export DESIGN_NAME = ALUBarrel
export DESIGN_NICKNAME = ALUBarrel
export VERILOG_FILES = /design/flow/design.v
export SDC_FILE = /design/flow/constraint.sdc
export NUM_CORES = 4
export LEC_CHECK = 1
export CORE_UTILIZATION = 30
==> design/flow/constraint.sdc <==
current_design ALUBarrel

set clk_period 7.2
set clk_io_pct 0.2

create_clock -name clk0 -period $clk_period

set non_clock_inputs [all_inputs -no_clocks]
set_input_delay [expr $clk_period * $clk_io_pct] -clock clk0 $non_clock_inputs
set_output_delay [expr $clk_period * $clk_io_pct] -clock clk0 [all_outputs]
==> results_dict.tcl <==
# yosys + openroad results
set metrics [dict create \
    status "finished clean" \
    finalSetupViolCount 0 \
    slew_viol_final 0 \
    fillers 535 \
    crit_path_end_kind "output port" \
    dpl_cell_area_mm2 0.001988 \
    drc_errors 0 \
    finalCritPeriodShare_pct 95.49 \
    combPwrFrac_pct 100.0 \
    worstPathArrival_ns 5.44 \
    ant_nets 0 \
    vias_per_cell 5.478 \
    die-area_mm2 0.005861 \
    rows 26 \
    yosysUniqueCellTypes 57 \
    clkPwrFrac_pct 0 \
    cp-start-kind "primary input" \
    power_density_mw_per_mm2 109.0 \
    power_switching_uw 91.47 \
    synth.yosys.warnings 6 \
    path_max_fanout 8 \
    die_h_um 76.56 \
    wl_per_cell_um 14.83 \
    mux_share_pct 15.75 \
    final_hold_viol_count 0 \
    postSynthSeqShare_pct 0 \
    grt_pass1_wl_mm 7.748 \
    max-cap-violations 0 \
    seq_area_um2 0 \
    grt_pass1_vias 1562 \
    slew_headroom_pct 61.94 \
    fmax_mhz 145.5 \
    intPower_uw 126.1 \
    setup.worst_path.start "amt[1]" \
    holdCritPathClass "primary input to output port" \
    mostFrequentLayoutCells "clkdlybuf4s50_1 (34), nand2_1 (26), o21ai_0 (18)" \
    seqPwrFrac_pct 0 \
    floorplan.core_util_pct 31.84 \
    grt_max_degree 33 \
    warnings 36 \
    irDropWorstVdd_mv 0.04705 \
    antenna_found_initial 0 \
    vias 1742 \
    lay_top_count "clkdlybuf4s50_1" \
    final_cell_area_mm2 0.001997 \
    finalCriticalPeriod_ns 6.875 \
    setup_tns_ns 0 \
    critPathRequiredTime_ns 5.76 \
    top_logic_kind "AND-OR/OR-AND gates" \
    place_inst 318 \
    grt-ovfl-total 0 \
    rsz0062_at_grt "no" \
    leakage_uw 0.0007870 \
    xor_share_pct 8.927 \
    drtIter0Drc 144 \
    numPortBuffers 34 \
    drtPass1Iterations 4 \
    postSynthAreaPerCell_um2 7.097 \
    drive_above_1_share_pct 11.29 \
    ioPinCount 43 \
    hpwl_mm 3.562 \
    syn_to_final_growth_pct 19.73 \
    syn-cell-area_mm2 0.001668 \
    ys_sh_adder_pct 9.452 \
    drt-total-wl_mm 4.716 \
    antenna_cells 0 \
    simple_gate_share_pct 15.08 \
    critical_path_class "primary input to output port" \
    post-cts-setup-buffers 0 \
    aoi_share_pct 36.16 \
    coreArea_mm2 0.005238 \
    grtUsageTotal_pct 16.21 \
    swShare_pct 42.03 \
    nClkBuffers 0 \
    place_congestion 0.9416 \
    yosysCellCount 235 \
    seq_cell_count 0 \
    worst_pin_slew_ns 0.5691 \
    synth_cells 235 \
    whs_ns 3.868 \
    ys_chip_area_mm2 0.001668 \
    fin_cells 318 \
    die_x_um 76.56 \
    hold_start "Rn[0]" \
]
[through the flow]
stage	setup WS [ns]	power, uW	utilization, %
after global routing	0.04463	241.3	38.13
final	0.3249	217.6	38.13
after CTS	0.1696	218.5	37.96
after detailed placement	0.1806	217.9	37.96
after global placement	0.2225	218.2	37.96
after floorplan	1.491	138.6	-
[cell families (layout without fill, tap and decap cells)]
family | count (synthesis) | in the layout
other cells | 2 | 8
mux | 18 | 18
fa+ha+maj | 12 | 12
compound gates | 86 | 86
xor+xnor | 17 | 17
simple gates | 56 | 56
buf+inv | 44 | 51
[timing repair]
| action | in CTS | in global routing |
|---|---|---|
| endpoints found under the setup margin | 0 | 2 |
| gates resized | 0 | 3 |
| hold buffers | 0 | 0 |
[synthesized netlist by cell type (3+ instances only)]
master,n,share of area [%]
mux4_2,6,8.1
mux2i_1,8,4.8
nor2b_1,3,1.1
xnor2_1,9,4.7
xor2_1,8,4.2
o22ai_1,3,1.1
o221ai_1,3,1.6
a31oi_1,4,1.5
nand2_1,26,5.9
o211ai_1,4,1.8
a21oi_1,17,5.1
a222oi_1,3,1.8
nor2_1,13,2.9
buf_2,5,1.5
a211o_1,3,1.6
ha_1,11,8.3
mux2_2,3,2.0
o21ai_0,18,5.4
clkbuf_1,14,3.2
inv_1,8,1.8
buf_4,13,5.9
a21o_1,4,1.8
[worst max-delay path, cell delays in order]
cell,delay [ns]
clkdlybuf4s50_1,0.53
inv_1,0.16
ha_1,0.27
o311ai_0,0.29
o21ai_0,0.16
a21oi_1,0.15
nand2_1,0.06
o21ai_0,0.10
o221ai_1,0.16
xor2_1,0.18
ha_1,0.36
a21o_1,0.21
a21o_1,0.17
a21oi_1,0.17
o21bai_1,0.08
a21oi_1,0.17
o31ai_2,0.09
xnor2_1,0.19
clkdlybuf4s50_1,0.48
[layer usage]
metal  vias to the layer above  track usage, %  part of all wire (%)
met1                       796           23.82                    46
met5                         -               0                     0
met4                         0           2.885                  0.51
met2                        66           25.95                    46
li1                        878               -                     -
met3                         2           1.825                   7.4
[layout make-up]
cell class         count  area [um^2]  share of cell area (%)
repair buffers        42        412.9                   20.68
inverters              9        33.78                   1.692
well taps             70        87.58                   4.386
multi-input cells    197         1463                   73.25
[path summary, 6_finish.rpt]
kind    end  depth (start not counted)
max   Rd[7]                         19
min   Rd[0]                          3
[power by group through the flow]
stage	Clock [uW]	Combinational [uW]	Sequential, uW
CTS	0	219	0
global route	0	241	0
finish	0	218	0
Power and IR drop assume default switching activity.
