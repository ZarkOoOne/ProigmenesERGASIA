==> flow/design.v <==
module fa1bit(input logic a, b, cin,
 output logic s, cout);
logic p, g;  
 assign p = a ^ b;
 assign g = a & b;
 assign s = p ^ cin;
 assign cout = g | (p & cin);
endmodule
module farc4bit( input logic [3:0]a,
                      input logic [3:0]b,
                      input logic cin,
                      output logic [3:0] sum,
                      output logic cout);
logic [3:0] carry;
fa1bit f0 (
.a (a[0]),
.b(b[0]),
.cin(cin),
.s (sum[0]),
.cout(carry[0]));
fa1bit f1 (
.a (a[1]),
.b(b[1]),
.cin(carry[0]),
.s (sum[1]),
.cout(carry[1]));
fa1bit f2 (
.a (a[2]),
.b(b[2]),
.cin(carry[1]),
.s (sum[2]),
.cout(carry[2]));
fa1bit f3 (
.a (a[3]),
.b(b[3]),
.cin(carry[2]),
.s (sum[3]),
.cout(carry[3]));
assign cout = carry[3];
endmodule 
==> flow/run.sh <==
#!/bin/bash
# OpenROAD 26Q1-2900-gdf79404cd8, Yosys 0.63+post, stock flow scripts
make -C /OpenROAD-flow-scripts/flow DESIGN_CONFIG=/design/flow/config.mk WORK_HOME=/design/flow/orfs finish
==> flow/config.mk <==
export PLATFORM = sky130hd
export DESIGN_NAME = farc4bit
export DESIGN_NICKNAME = farc4bit
export VERILOG_FILES = /design/flow/design.v
export SDC_FILE = /design/flow/constraint.sdc
export NUM_CORES = 4
export LEC_CHECK = 1
export CORE_AREA = 10 10 70 70
export DIE_AREA = 0 0 80 80
==> flow/constraint.sdc <==
current_design farc4bit

set clk_period 3.8
set clk_io_pct 0.2

create_clock -name clk0 -period $clk_period

set non_clock_inputs [all_inputs -no_clocks]
set_input_delay [expr $clk_period * $clk_io_pct] -clock clk0 $non_clock_inputs
set_output_delay [expr $clk_period * $clk_io_pct] -clock clk0 [all_outputs]
==> flow_summary.toml <==
# physical design summary
[global_route]
grt_pass1_vias = 145
antenna_found_initial = 0
grt_max_degree = 2
grt_overflow = 0
track_usage = 0.0135
grt_pass1_wl_um = 717

[die]
core-area_um2 = 3420
num_rows = 21
ios = 14
die_w_um = 80
die_area_um2 = 6400
fp_util = 0.0432
die_h_um = 80

[logic_synthesis]
xor_area_frac = 0
adder_share = 0.542
ys_seq_share = 0
ys_sh_aoi = 0
top_logic_kind = "adder cells"
yosysTopAreaCell = "fa_1"
ys_types = 3
topCellsByArea = "fa_1 54%, inv_1 25%, buf_4 20%"
netlist_area_um2 = 148
yosys_warnings = 0
yosys-stat-cells = 18
synthMuxAreaShare = 0
top_area_frac = 0.542
syn_avg_cell_area_um2 = 8.20
syn_inst = 18
ys_sh_simple = 0
ys_chip_area_um2 = 148

[final_timing]
relSlewSlack = 0.934
finalClockPeriodUsage = 0.967
tightest_slew_ps = 98.5
rsz0062_at_grt = "no"
slew_viol_final = 0
setup_viol = 0
fin_tns_setup_ps = 0
period_minus_slack_ps = 3670
max_clock_freq_mhz = 272
setup_slack_ps = 126
hold_violations = 0

[worst_setup_path]
crit_arrival_ps = 2910
crit_fanout = 1
cp.required_ps = 3040
worstSetupEndpointType = "output port"
cp-start-kind = "input pin"
worst-setup-path-type = "input pin to output port"

[power_and_ir_drop]
p_leak_nw = 0.132
power.density_nw_per_um2 = 116
ir_drop_mv = 0.0381
power_mw = 0.0374

[detailed_routing]
drcViolationCount = 0
drtAntennaViolNets = 0
dr.pass1.iters = 2
antenna_cells = 0
via_per_inst = 1.64
dr.first_iter.drc_count = 3
postRouteWirelength_um = 408
routedWlPerCell_um = 5.51
vias = 121

[worst_hold_path]
worstHoldPathCells = 5
worstHoldPathType = "input pin to output port"
worstHoldEndpoint = "sum[0]"
hold_start = "a[0]"

[layout]
fillers = 402
drive_above_1_share = 0.286
area_delta_synth_final_pct = 119
register_area_um2 = 0
final-comb-area_um2 = 90.1
nClkBuffers = 0
seq_cells = 0
fin_area_um2 = 323

[placed_design]
routabilityCongestion = 0.779
dpl.hpwl_um = 393
post_dp_cell_area_um2 = 315
pre_cts_ws_ps = -200
io_buffer_count = 14

[clock_tree]
post_cts_buffers = 0
cts_hold_buf = 0

[job]
cap_viol_max_count = 0
tool_warnings = 32

[run_status]
outcome = "complete, no violations"
-- stage by stage --
stage	instances	hold WS, ps	utilization
CTS	74	2400	0.0938
finish	74	2430	0.0945
floorplan	18	1740	-
global route	74	2470	0.0945
global placement	74	2560	0.0923
detailed placement	74	2570	0.0923
-- layout by cell type (no fill, tap or decap) --
cell type,n
clkdlybuf4s50_1,12
inv_1,6
inv_2,4
fa_2,4
dlygate4sd2_1,2
-- how the worst max path moves through the flow --
stage / from / endpoint
4_1_cts: b[0] / cout
5_1_grt: b[0] / cout
6_report: b[0] / cout
-- cells by family (layout without fill, tap and decap cells) --
logic type	count (synthesis)	in the layout
adder cells (fa/ha/maj)	4	4
buffers and inverters	14	24
-- metal layers --
metal / GRT usage / vias to the layer above / part of all wire
li1: - / 60 / -
met2: 0.0185 / 13 / 0.26
met1: 0.0208 / 48 / 0.56
met4: 0 / 0 / 0
met5: 0 / - / 0
met3: 0.00455 / 0 / 0.18
-- critical path, cell delays in order --
cell	delay [ps]
clkdlybuf4s50_1	450
inv_1	50
fa_2	350
inv_2	60
fa_2	200
fa_2	190
inv_2	40
fa_2	320
inv_2	50
clkdlybuf4s50_1	450
-- synthesized netlist by cell type --
cell type / n
inv_1: 10
buf_4: 4
fa_1: 4
-- where the power goes --
part | switching [mW] | internal (mW)
clock | 0 | 0
sequential | 0 | 0
combinational | 0.0110 | 0.0265
-- timing repair --
item | CTS | global route
pin swaps | 2 | 2
cloned | 0 | 0
endpoints found under the setup margin | 2 | 2
resized | 7 | 3
-- cell type report --
class,instances,area share
Timing Repair Buffer,14,0.426
Multi-Input combinational cell,4,0.279
Tap cell,46,0.178
Inverter,10,0.116
Power is estimated from default activity; no workload was simulated.
